<file path="flow/run.sh">
#!/bin/bash
# OpenROAD 26Q1-2900-gdf79404cd8, Yosys 0.63+post, stock flow scripts
make -C /OpenROAD-flow-scripts/flow DESIGN_CONFIG=/design/flow/config.mk WORK_HOME=/design/flow/orfs finish
</file>
<file path="flow/config.mk">
export PLATFORM = sky130hd
export DESIGN_NAME = regfile
export DESIGN_NICKNAME = regfile
export VERILOG_FILES = /design/flow/design.v
export SDC_FILE = /design/flow/constraint.sdc
export NUM_CORES = 4
export LEC_CHECK = 1
export CORE_UTILIZATION = 40
</file>
<file path="flow/constraint.sdc">
current_design regfile

set clk_period 9.2
set clk_io_pct 0.2

create_clock -name clk0 -period $clk_period [get_ports {iClk}]

set non_clock_inputs [all_inputs -no_clocks]
set_input_delay [expr $clk_period * $clk_io_pct] -clock clk0 $non_clock_inputs
set_output_delay [expr $clk_period * $clk_io_pct] -clock clk0 [all_outputs]
</file>
<file path="flow/design.v">
module regfile(iClk, iReset, iRaddr1, iRaddr2,
               iWaddr, iWe, iWdata,
               oRdata1, oRdata2);
  input iClk, iReset, iWe;
  input [4:0] iRaddr1, iRaddr2, iWaddr;
  input [31:0] iWdata;
  output reg [31:0] oRdata1, oRdata2;
  reg [31:0] rf[0:31];
  integer i;
  assign oRdata1 = (iRaddr1) ? rf[iRaddr1] : 0;
  assign oRdata2 = (iRaddr2) ? rf[iRaddr2] : 0;
  always_ff @(posedge iClk) begin
    if (iReset) begin
      for (i = 0; i < 32; i = i + 1) begin
        rf[i] <= 0;
      end
    end
    else begin
      if (iWe == 1) begin
        rf[iWaddr] <= iWdata;
      end
    end	
  end
endmodule
</file>
==> results_dict.tcl <==
# implementation run metrics
set metrics [dict create \
    peak_freq_mhz 130 \
    largest_register_by_flop_count "rf" \
    power.density_mw_per_mm2 184 \
    fin_setup_tns_ns 0 \
    mappedNetlistArea_sq_mm 0.0544 \
    synthesis.instances 3555 \
    maxSlewHeadroom_pct 21.3 \
    synthDistinctLibCells 44 \
    layoutNonFillerInstCount 5432 \
    cp_top_family "buffers and inverters" \
    grt_first_pass_wirelength_microns 252000 \
    routed_wirelength_microns 178000 \
    cts-buffers-inserted 106 \
    final_common_cell "and2_1" \
    timing_worst_slew_pin_value_ns 1.17 \
    end_kind "output pin" \
    floorplan.die.height_microns 371 \
    cellLeakagePower_nw 20.8 \
    io-pin-count 114 \
    worst_hold_slack_across_all_endpoints_ns 2.10 \
    postRouteAntennaNets 0 \
    post-synth-top-area-fraction_pct 56.5 \
    maxSlewViolCount 0 \
    worst_setup_path_startpoint "iRaddr2[1]" \
    critical-path-top-cell-by-count "buf_4" \
    cp.depth 9 \
    min-delay-path-class "primary input to register" \
    async_reset_ff_share_pct 0 \
    floorplan.initialDensity_pct 40.5 \
    synth.yosys.seq_area_share_pct 56.5 \
    maxCapViolations 0 \
    criticalPathCategory "primary input to output pin" \
    core_area_sq_mm 0.134 \
    synth.yosys.num_cells 3555 \
    setup_violations 0 \
    tritoncts_clock_tree "yes" \
    post_cts.repair.setup_buffers 0 \
    enable_flop_cells 1024 \
    post_route_cells_drive_above_1_share_pct 25.2 \
    rsz0062_at_grt "false" \
    worst_path_max_delay_cell "nor3_1" \
    timing_hold_violations_final 0 \
    post_cts.resized_instances 0 \
    ys_seq_elements 1024 \
    hp-start "iWdata[2]" \
    cts_max_level 3 \
    grt_overflow_total 0 \
    via_count 32700 \
    route.detailed.vias_per_inst 6.02 \
    grt_pass1_vias 35600 \
    tritoncts_num_sinks 1024 \
    log.warning_count 26 \
    wl_per_cell_microns 32.8 \
    largest_reg_flops 1024 \
    synth-area-yosys_sq_mm 0.0544 \
    post-route-drc-count 0 \
    path_cells "buf_4, buf_4, or3b_2, buf_4, o22ai_1, a2111oi_0, nor3_1, buf_4, clkdlybuf4s50_1" \
    final_layout_top_logic_cells "1026 x and2_1, 1024 x edfxtp_1, 464 x mux4_2, 181 x buf_4, 161 x mux2i_1" \
    clk_pin_slew_worst_paths_ns 0.06 \
    power.ir.vdd_worst_uv 138 \
    dominant_register_cell_in_the_synthesized_netlist "edfxtp_1" \
    crit_path_max_fanout 24 \
    synthesized_area_per_cell_sq_um 15.3 \
    root_cell_of_the_clock_tree "clkbuf_16" \
    pin_count_of_the_biggest_net_entering_global_routing 79 \
    crit_path_start_kind "primary input" \
    first_iter_violations 2284 \
    number_of_cells_on_the_worst_hold_path 3 \
    layout_top_registers "rf (1024)" \
    cp.required_ns 7.36 \
    clock_tree.buffer_depth 3 \
    fp-row-count 134 \
    grt_usage_pct 28.6 \
    syn2layout_area_growth_pct 12.2 \
    buffer_ports.inserted 113 \
    critical_path.n_buffers_inverters 5 \
    die-width_microns 371 \
    crit_path_max_incr_delay_ns 0.97 \
    drt_first_pass_iters 7 \
    yosys.area.top_type "edfxtp_1" \
    ys_warn_count 3 \
    period_minus_slack_ns 7.68 \
    die-area_sq_mm 0.138 \
    crit_arrival_ns 5.84 \
    layout_worst_path_cycle_share_pct 83.4 \
    finalWeightedCongestion 0.950 \
    number_of_hold_buffers_added_after_cts 0 \
    placed_cells_incl_taps 5233 \
    grt_antenna_before_repair 1 \
    dp.final_hpwl_microns 106000 \
    status "finished clean" \
    synth.area.top_cells "edfxtp_1 56%, mux4_2 19%, and2_1 12%" \
]
-- cells in the mapped netlist, types with 39 or more instances --
cell          n
and2_1     1027
mux4_2      464
buf_2        40
edfxtp_1   1024
a22o_1       51
clkbuf_1    272
nor2_1       39
nor3_1       54
o22ai_1     103
buf_4        45
mux2i_1     161
a2111oi_0    59
-- stage by stage --
stage | area [sq um] | worst slack [ns] | total power, W | utilization (%)
final | 61100 | 1.52 | 0.0112 | 45.5
after global routing | 61100 | 1.47 | 0.0115 | 45.5
after CTS | 61100 | 1.65 | 0.0113 | 45.5
after detailed placement | 57700 | 1.65 | 0.00698 | 43.0
after global placement | 57700 | 1.68 | 0.00698 | 43.0
after floorplan | 54400 | 3.92 | 0.00635 | -
-- routing by layer --
layer | GRT usage, % | up-vias | part of all wire (%)
met5 | 0.804 | - | 0.061
met4 | 7.68 | 2 | 3.5
met3 | 22.8 | 327 | 19
met2 | 39.4 | 2568 | 44
met1 | 35.7 | 16000 | 34
li1 | - | 13800 | -
-- cell families (layout without fill, tap and decap cells) --
group,count (synthesis),in the layout,share of synthesized area [%]
simple gates,1213,1213,13.7
compound gates,266,266,3.69
buf+inv,393,500,3.32
mux,659,659,22.9
flops,1024,1024,56.5
other cells,0,2,0
-- worst paths after layout --
check	end	slack, ns
setup / recovery	oRdata2[11]	1.52
hold / removal	rf[13][2]	2.10
-- layout make-up --
cell class                      instances  area, sq um
Inverter                                3         11.3
Multi-Input combinational cell       2138        22100
Sequential cell                      1024        30700
Timing Repair Buffer                  300         2620
Clock inverter                         68          601
Clock buffer                          129         2800
Fill cell                           11400        73200
Tap cell                             1768         2210
Antenna cell                            2         5.00
-- report_power, final --
| part | total [W] | internal, W | switching, W |
|---|---|---|---|
| logic | 0.00138 | 0.000616 | 0.000769 |
| clock network | 0.00432 | 0.00246 | 0.00186 |
| registers | 0.00551 | 0.00539 | 0.000125 |
| total | 0.0112 | 0.00846 | 0.00275 |
Power figures rest on the tool's default switching activity, not on a simulated workload.
