### flow/run.sh
#!/bin/bash
# OpenROAD 26Q1-2900-gdf79404cd8, Yosys 0.63+post, stock flow scripts
make -C /OpenROAD-flow-scripts/flow DESIGN_CONFIG=/design/flow/config.mk WORK_HOME=/design/flow/orfs finish
### flow/config.mk
export PLATFORM = sky130hd
export DESIGN_NAME = alu
export DESIGN_NICKNAME = alu
export VERILOG_FILES = /design/flow/design.v
export SDC_FILE = /design/flow/constraint.sdc
export NUM_CORES = 4
export LEC_CHECK = 1
export CORE_UTILIZATION = 30
### flow/constraint.sdc
current_design alu

set clk_period 15.9
set clk_io_pct 0.2

create_clock -name clk0 -period $clk_period

set non_clock_inputs [all_inputs -no_clocks]
set_input_delay [expr $clk_period * $clk_io_pct] -clock clk0 $non_clock_inputs
set_output_delay [expr $clk_period * $clk_io_pct] -clock clk0 [all_outputs]
### flow/design.v
module alu(
  input logic [31:0] iA,
  input logic [31:0] iB,
  input logic [2:0] iF,
  output logic [31:0] oY,
  output logic oZero
);
always_comb
  case(iF)
    3'b000: oY = iA & iB;
    3'b001: oY = iA | iB;
    3'b010: oY = iA + iB;
    3'b011: oY = 0;
    3'b100: oY = iA & ~iB;
    3'b101: oY = iA | ~iB;
    3'b110: oY = iA - iB;
    3'b111: oY = (iA < iB ? 32'd1 : 32'd0);
    default: oY = 0;
  endcase
  assign oZero = (oY == 0 ? 1'b1 : 1'b0);
endmodule
==> reports/README.md <==
| Stage | Result | Reported |
| --- | --- | --- |
| layout | Layout cells sized above 1 | 2.84% |
| final timing | Final tally of hold violations | 0 |
| cts | Quantity of gates resized following cts | 0 |
| global routing | Antenna violations before repair | 0 |
| placed design | HPWL after DPL | 15.8 mm |
| layout | Fill cell instance count of the final layout | 1794 |
| drt | Total via count after detailed routing | 6163 |
| drt | Detail-routed net length per standard cell | 19.0 um |
| final timing | Post-Route Setup TNS | 0 ns |
| setup path | Critical path buffer and inverter count | 3 |
| yosys | Top post-synthesis cells by area | sky130_fd_sc_hd__ha_1, sky130_fd_sc_hd__a21oi_1, sky130_fd_sc_hd__inv_1 |
| floorplanning | Die outline height | 132 um |
| cts | Total setup buffers inserted after CTS | 0 |
| yosys | Netlist area before placement | 5070 um^2 |
| drt | Number of DRC markers after the initial detailed-route iteration | 603 |
| yosys | Commonest cells post-synth | sky130_fd_sc_hd__a21oi_1, sky130_fd_sc_hd__inv_1, sky130_fd_sc_hd__ha_1 |
| hold path | Hold WC Path Type | in2out |
| setup path | Data arrival, critical path | 7.92 ns |
| final timing | Worst slew margin relative to its limit | 50.5% |
| final timing | Highest attainable clock frequency | 90.1 MHz |
| job | Max Cap Violations | 0 |
| floorplanning | Number of top-level design ports | 100 |
| yosys | Yosys chip area | 5070 um^2 |
| layout | Layout Area Growth over Synthesis | 22.4% |
| final timing | Setup violators final | 0 |
| power | Static power due to leakage | 2.45 nW |
| run status | Outcome | finished clean |
| layout | MI comb area | 4610 um^2 |
| cts | Post-CTS Hold Buffers | 0 |
| setup path | Crit end category | primary output |
| setup path | Maximum single-stage delay on the critical path | 0.72 ns |
| yosys | Sequential cell area fraction in the yosys report | 0% |
| floorplanning | Fp util | 30.7% |
| final timing | Slew Viols, Final | 0 |
| job | Total number of warnings across the stage logs | 63 |
| yosys | Top-area cell type share of the netlist area | 15.5% |
| global routing | Pin count of the biggest net entering global routing | 45 |
| placed design | Final weighted congestion in routability-driven placement | 0.991 |
| yosys | Avg Synthesized Cell Area | 6.49 um^2 |
| global routing | Via count of the first global-routing pass | 5879 |
| floorplanning | Placeable core region | 16500 um^2 |
| final timing | Transition at the pin with the smallest max-transition slack | 0.741 ns |
| layout | Share of the core filled with cells | 37.6% |
| layout | Flip-flops | 0 |
| final timing | Final Critical Period | 11.10 ns |
| global routing | Global-route usage over all layers | 23.3% |
| yosys | Most frequent cell after synthesis | sky130_fd_sc_hd__a21oi_1 |
| setup path | Max stage delay cell, worst path | sky130_fd_sc_hd__a2111oi_1 |
| placed design | Number of buffers inserted by port buffering | 100 |
| yosys | Library cell with the largest summed area after synthesis | sky130_fd_sc_hd__ha_1 |
| drt | Residual DRC count | 0 |
| setup path | Cells along the critical path | clkdlybuf4s50_1 > ha_1 > inv_1 > fa_1 > o21bai_1 > nand3_1 > a2111oi_1 > nor4_1 > nor3_1 > o32ai_1 > a2111oi_0 > nand4b_1 > nor4_1 > nand4bb_1 > nor4_2 > clkdlybuf4s50_1 |
| floorplanning | Die Outline Area | 17400 um^2 |
| drt | Residual antenna-violating net count after detailed routing | 0 |
| final timing | Fin crit share | 69.8% |
| setup path | CP startpoint kind | input port |
| drt | Number of iterations in the first detailed-routing pass | 5 |
| drt | Antenna cells | 0 |
| layout | Sequential cell area | 0 um^2 |
| floorplanning | Die X-Extent | 132 um |
| yosys | Total cells reported by yosys after synthesis | 782 |
| setup path | Cell type group with the largest total delay on the critical path | simple AND/OR/NAND/NOR gates |
| drt | Via-to-Cell Ratio | 5.79 |
| global routing | Remaining global-route overflow | 0 |
| setup path | Worst endpoint required time | 12.72 ns |
| global routing | First-pass GRT wire length | 32.5 mm |
| power | Maximum vdd drop | 0.0202 mV |
| power | Power density over cell area | 39.0 nW/um^2 |
| yosys | Cell count after synthesis | 782 |
| yosys | Number of distinct library cells after synthesis | 80 |
| yosys | Warnings from Yosys | 1 |
| floorplanning | Standard-cell rows | 47 |
| layout | Count of clock buffers in the final design | 0 |
| setup path | Setup CP Type | in2out |
| final timing | Unrepaired setup endpoints after global routing | false |
| setup path | Critical path peak fanout | 5 |
| drt | Total length of routed wires | 20.2 mm |
[metrics by stage]
stage | hold WS [ns] | instances | area [um^2] | setup WS, ns | power (mW)
global route | 7.46 | 1064 | 6210 | 4.41 | 0.265
CTS | 7.40 | 1064 | 6210 | 4.78 | 0.239
global placement | 7.39 | 1064 | 6210 | 4.88 | 0.239
finish | 7.40 | 1064 | 6210 | 4.80 | 0.242
detailed placement | 7.39 | 1064 | 6210 | 4.80 | 0.237
floorplan | 6.46 | 782 | 5070 | 6.56 | 0.147
[cells in the final DEF (no fill, tap or decap), types with 5 or more instances in the layout]
cell type / instances
sky130_fd_sc_hd__a2111oi_0: 8
sky130_fd_sc_hd__a211oi_1: 14
sky130_fd_sc_hd__a21o_1: 6
sky130_fd_sc_hd__a21oi_1: 101
sky130_fd_sc_hd__a31oi_1: 12
sky130_fd_sc_hd__buf_4: 9
sky130_fd_sc_hd__clkdlybuf4s50_1: 98
sky130_fd_sc_hd__ha_1: 63
sky130_fd_sc_hd__inv_1: 65
sky130_fd_sc_hd__maj3_1: 14
sky130_fd_sc_hd__mux2i_1: 10
sky130_fd_sc_hd__nand2_1: 54
sky130_fd_sc_hd__nand2b_1: 9
sky130_fd_sc_hd__nand3_1: 15
sky130_fd_sc_hd__nand4_1: 8
sky130_fd_sc_hd__nor2_1: 62
sky130_fd_sc_hd__nor2b_1: 10
sky130_fd_sc_hd__nor3_1: 19
sky130_fd_sc_hd__nor4_1: 15
sky130_fd_sc_hd__o211ai_1: 12
sky130_fd_sc_hd__o21a_1: 7
sky130_fd_sc_hd__o21ai_0: 38
sky130_fd_sc_hd__o21bai_1: 9
sky130_fd_sc_hd__o221ai_1: 5
sky130_fd_sc_hd__o22ai_1: 9
sky130_fd_sc_hd__o31a_1: 6
sky130_fd_sc_hd__o31ai_1: 20
sky130_fd_sc_hd__or3_1: 8
sky130_fd_sc_hd__xnor2_1: 24
sky130_fd_sc_hd__xor2_1: 25
[power breakdown]
group / total [mW] / leakage [nW] / internal (mW) / switching [mW]
Clock: 0 / 0 / 0 / 0
Sequential: 0 / 0 / 0 / 0
Combinational: 0.242 / 2.45 / 0.103 / 0.139
Total: 0.242 / 2.45 / 0.103 / 0.139
[logic make-up after synthesis]
kind of cell	after synthesis	synth area share, %
and+or+nand+nor	224	21.7
muxes	10	1.97
xor gates and xnor gates	49	8.46
buffers and inverters	119	9.22
AOI/OAI and AO/OA	301	39.6
adders and majority gates	79	19.1
[routing by layer]
layer	share of wire, %	vias to the layer above	track usage (%)
met2	43	276	36.2
met4	2.8	0	5.75
met5	0	-	0
met1	46	2813	34.1
met3	7.4	39	3.06
li1	-	3035	-
[path summary, 6_finish.rpt]
check | from | end | slack (ns) | cells past startpoint
setup / recovery | iB[0] | oZero | 4.80 | 16
hold / removal | iF[2] | oY[27] | 7.40 | 5
[area by class of cell]
class / count / share of cell area [%]
repair buffers: 109 / 17.0
well taps: 220 / 4.43
inverters: 72 / 4.35
multi-input cells: 663 / 74.2
Power is estimated from default activity; no workload was simulated.
