**/design/flow/constraint.sdc**
```tcl
current_design dmem

set clk_period 4.4
set clk_io_pct 0.2

create_clock -name clk0 -period $clk_period [get_ports {iClk}]

set non_clock_inputs [all_inputs -no_clocks]
set_input_delay [expr $clk_period * $clk_io_pct] -clock clk0 $non_clock_inputs
set_output_delay [expr $clk_period * $clk_io_pct] -clock clk0 [all_outputs]
```
**/design/flow/config.mk**
```make
export PLATFORM = sky130hd
export DESIGN_NAME = dmem
export DESIGN_NICKNAME = dmem
export VERILOG_FILES = /design/flow/design.v
export SDC_FILE = /design/flow/constraint.sdc
export NUM_CORES = 4
export LEC_CHECK = 1
export CORE_UTILIZATION = 30
```
**/design/flow/run.sh**
```bash
#!/bin/bash
# OpenROAD 26Q1-2900-gdf79404cd8, Yosys 0.63+post, stock flow scripts
make -C /OpenROAD-flow-scripts/flow DESIGN_CONFIG=/design/flow/config.mk WORK_HOME=/design/flow/orfs finish
```
**/design/flow/design.v**
```verilog
module dmem(
  input logic iClk,
  input logic iWe,
  input logic [31:0] iAddr,
  input logic [31:0] iWdata,
  output logic [31:0] oRdata
);
  logic [31:0] mem[31:0];
  always_ff@(posedge iClk)
    if(iWe)
      mem[iAddr[6:2]] <= iWdata;
  assign oRdata = mem[iAddr[6:2]];
endmodule
```
==> flow_metrics.env <==
# flow metrics
export IMPL_clock_tree_root_cell="clkbuf_16"
export IMPL_critical_path_required_ps=3520
export IMPL_detail_route_first_pass_iterations=5
export IMPL_timing_critical_path_from_type="input port"
export IMPL_fin_tns_setup_ps=0
export IMPL_grt_util_all_layers_pct=16.0
export IMPL_yosysMostFrequentCell="edfxtp_1"
export IMPL_finish_cell_count_without_fillers=4178
export IMPL_wire_length_of_the_first_global_routing_pass_um=142000
export IMPL_chipWidth_um=363
export IMPL_run_status="completed"
export IMPL_synthDominantCellAreaShare_pct=78.6
export IMPL_detail_route_wl_per_cell_um=23.9
export IMPL_yosys_stat_area_sq_mm=0.0391
export IMPL_min_path_type="in -> reg"
export IMPL_max_clock_path_buffers=3
export IMPL_slew_limit_headroom_pct=36.0
export IMPL_cell_row_count=132
export IMPL_ys_types=22
export IMPL_timing_critical_path_cells="clkdlybuf4s50_1 > buf_6 > buf_4 > or4b_4 > buf_12 > o22ai_4 > nor4_2 > buf_4 > nand2_1 > buf_4 > clkdlybuf4s50_1"
export IMPL_tritoncts="yes"
export IMPL_synth_yosys_warnings=1
export IMPL_final_antenna_net_count=0
export IMPL_core_area_sq_mm=0.129
export IMPL_period_needed_ps=4350
export IMPL_worstSetupEndpointType="primary output"
export IMPL_top_cells_by_area="edfxtp_1 (79%), mux2i_1 (13%), o22ai_1 (4.1%)"
export IMPL_viasPerCell=4.83
export IMPL_ratio_of_cells_with_drive_above_1_in_the_final_layout_pct=19.3
export IMPL_cellLeakagePower_nw=16.4
export IMPL_number_of_synthesized_flops_with_an_enable_pin=1024
export IMPL_routed_wl_um=99800
export IMPL_detailedPlacementHpwl_um=57300
export IMPL_grt_setup_unrepaired="true"
export IMPL_pwr_density_cell_mw_per_mm2=425
export IMPL_final_area_sq_mm=0.0477
export IMPL_buffer_ports_inserted=70
export IMPL_syn_inst=2075
export IMPL_place_area_sq_mm=0.0439
export IMPL_grt_pass1_vias=21400
export IMPL_netlist_top_cell_by_area="edfxtp_1"
export IMPL_nFillCells=11600
export IMPL_areaGrowthSynthToFinish_pct=22.0
export IMPL_synth_avg_cell_area_sq_um=18.8
export IMPL_stage_log_warning_count=55
export IMPL_detailroute_via_count=20200
export IMPL_grt_overflow_total=0
export IMPL_number_of_ports_placed_on_the_die_boundary=98
export IMPL_drt_initial_drc_count=1281
export IMPL_achievable_frequency_mhz=230
export IMPL_ys_seq_elements=1024
export IMPL_max_cap_violations=0
export IMPL_clock_tree_htree_level_count=3
export IMPL_slew_viol_final=0
export IMPL_async_reset_ff_share_pct=0
export IMPL_synth_yosys_num_cells=2075
export IMPL_grt_max_degree=43
export IMPL_worst_pin_slew_ps=956
export IMPL_placedCellCount=3982
export IMPL_syn_area_sq_mm=0.0391
export IMPL_worst_path_max_fanout=7
export IMPL_netlist_top_cells_count="edfxtp_1 (1024), mux2i_1 (512), o22ai_1 (256), buf_2 (81), nor4_1 (64)"
export IMPL_largest_reg_flops=1024
export IMPL_critPathArrivalTime_ps=3470
export IMPL_report_final_setup_viol=0
export IMPL_clock_sinks=1024
export IMPL_maximum_cell_stage_delay_along_the_critical_path_ps=630
export IMPL_part_of_the_yosys_area_used_for_sequential_elements_pct=78.6
export IMPL_die_area_sq_mm=0.132
export IMPL_vdd_drop_max_v=0.000356
export IMPL_worst_path_max_delay_cell="or4b_4"
export IMPL_dominantRegCellSynth="edfxtp_1"
export IMPL_crit_type="in -> out"
export IMPL_final_period_utilization_pct=98.9
export IMPL_y_dimension_of_the_die_um=363
export IMPL_gp_congestion=0.836
export IMPL_cp_dominant_cell_by_count="buf_4"
export IMPL_critical_path_n_buffers_inverters=7
export IMPL_number_of_antenna_violations_at_the_first_check_in_global_routing=1
export IMPL_fp_util_pct=30.2
export IMPL_cts_reportedPaths_clkPinSlew_ps=60
export IMPL_path_delay_family="buffers and inverters"
export IMPL_report_final_hold_viol_count=0
export IMPL_cts_buffers=102
export IMPL_drc_violation_count_after_routing=0
layout make-up:
class | instances | area [sq um] | share of cell area [%]
diodes | 1 | 2.50 | 0.00524
clock buffers | 129 | 2680 | 5.61
clock inverters | 59 | 534 | 1.12
multi-input cells | 925 | 8310 | 17.4
flip-flops and latches | 1024 | 30700 | 64.4
well taps | 1742 | 2180 | 4.57
repair buffers | 298 | 3260 | 6.84
per-layer routing:
metal,track usage (%),share of wire [%]
met5,0.218,0
met3,13.4,18
met4,3.77,2.5
met1,17.0,33
met2,24.3,46
logic make-up after synthesis:
kind of cell | after synthesis | synth area share (%)
AND/OR/NAND/NOR | 157 | 2.30
AND-OR/OR-AND | 256 | 4.10
flip-flops | 1024 | 78.6
multiplexers | 512 | 13.1
buffers and inverters | 126 | 1.85
cells in the final DEF, fill, tap and decap left out, types with 2 or more instances in the layout:
| cell type | instances |
|---|---|
| o22ai_4 | 4 |
| clkinv_1 | 26 |
| buf_6 | 8 |
| nor3_4 | 4 |
| mux2i_1 | 512 |
| or3b_2 | 3 |
| nand3b_1 | 4 |
| buf_4 | 157 |
| edfxtp_1 | 1024 |
| o22ai_1 | 231 |
| bufinv_16 | 7 |
| clkbuf_1 | 26 |
| clkinvlp_4 | 3 |
| clkinv_4 | 3 |
| or4b_4 | 4 |
| clkdlybuf4s50_1 | 60 |
| buf_8 | 2 |
| nor4_2 | 27 |
| dlymetal6s2s_1 | 9 |
| inv_6 | 7 |
| nor4_1 | 36 |
| o22ai_2 | 21 |
| nand4b_1 | 4 |
| nand3_1 | 2 |
| nor2_4 | 28 |
| buf_12 | 60 |
| nand4bb_2 | 6 |
| clkinv_2 | 10 |
| clkbuf_16 | 105 |
| nand2_1 | 27 |
| nand2_2 | 6 |
repair_timing:
item	in CTS	in global routing
endpoints found under the setup margin	22	30
resized	34	58
cloned	0	2
hold buffers	0	0
pin swaps	4	12
buffers inserted	0	6
stage by stage:
stage / hold WS [ps] / util [%] / total power, mW / setup slack [ps]
2_1_floorplan: 979 / - / 11.5 / 706
3_3_place_gp: 1710 / 33.9 / 12.2 / -217
3_5_place_dp: 1720 / 33.9 / 12.2 / -215
4_1_cts: 981 / 36.6 / 20.4 / -22.1
5_1_grt: 1040 / 36.8 / 20.9 / -36.8
6_report: 1030 / 36.8 / 20.3 / 46.9
worst paths after layout:
kind	start	endpoint	cells after the start
hold / removal	iWdata[1]	mem[2][1]	2
setup / recovery	iAddr[4]	oRdata[10]	11
power by group:
group	switching, mW	internal, mW
clock	3.54	4.73
combinational	0.642	0.476
sequential	0.0242	10.9
No activity file was given, so power comes from the tool's default toggle rates.
